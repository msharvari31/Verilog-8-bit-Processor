==> ./design.v <==
`timescale 1ns / 1ps
module alu (
input [7:0] op_a,
input [7:0] op_b,
input [3:0] alu_op,
output reg [7:0] res,
output reg [7:0] ext_res,
output reg cb_out
);
parameter ALU_NOP = 4'b0000;
parameter ALU_ADD = 4'b0001;
parameter ALU_SUB = 4'b0010;
parameter ALU_MUL = 4'b0011;
parameter ALU_LSL = 4'b0100;
parameter ALU_LSR = 4'b0101;
parameter ALU_CIR = 4'b0110;
parameter ALU_CIL = 4'b0111;
parameter ALU_ASR = 4'b1000;
parameter ALU_AND = 4'b1001;
parameter ALU_XOR = 4'b1010;
parameter ALU_CMP = 4'b1011;
parameter ALU_INC = 4'b1100;
parameter ALU_DEC = 4'b1101;
parameter ALU_PASS_B = 4'b1110;
wire [8:0] add_tmp;
assign add_tmp = {1'b0, op_a} + {1'b0, op_b};
always @(*) begin
res = 8'b0;
ext_res = 8'b0;
case (alu_op)
ALU_ADD: begin
res = add_tmp[7:0];
cb_out = add_tmp[8];
end
ALU_SUB: begin
res = op_a - op_b;
cb_out = (op_b > op_a);
end
ALU_MUL: begin
{ext_res, res} = op_a * op_b;
end
ALU_LSL: begin
res = op_a << 1;
end
ALU_LSR: begin
  res = op_a >> 1;
end
ALU_CIR: begin
res = {op_a[0], op_a[7:1]};
end
ALU_CIL: begin
res = {op_a[6:0], op_a[7]};
end
ALU_ASR: begin
res = {op_a[7], op_a[7:1]};
end
ALU_AND: begin
res = op_a & op_b;
end
ALU_XOR: begin
res = op_a ^ op_b;
end
ALU_CMP: begin
res = op_a;
cb_out = (op_a < op_b);
end
ALU_INC: begin
res = op_a + 1;
cb_out = (op_a == 8'b11111111);
end
ALU_DEC: begin
res = op_a - 1;
cb_out = (op_a == 8'b00000000);
end
ALU_PASS_B: begin
res = op_b;
end
default: begin
res = op_a;
ext_res = 8'bx;
cb_out = 1'bx;
end
endcase
end
endmodule
`timescale 1ns / 1ps
module control_unit (
input clk,
input rst,
input [7:0] instr,
input cb_in,
output reg rf_we,
output reg [3:0] alu_op,
output reg pc_load,
output reg pc_inc,
output reg acc_we,
output reg ext_we,
output reg cb_we,
output reg halt
);
parameter OP_NOP = 8'b00000000;
parameter OP_LSL_ACC = 8'b00000001;
parameter OP_LSR_ACC = 8'b00000010;
parameter OP_CIR_ACC = 8'b00000011;
parameter OP_CIL_ACC = 8'b00000100;
parameter OP_ASR_ACC = 8'b00000101;
parameter OP_INC_ACC = 8'b00000110;
parameter OP_DEC_ACC = 8'b00000111;
parameter OP_HLT = 8'b11111111;
parameter OP4_ADD_RI = 4'b0001;
parameter OP4_SUB_RI = 4'b0010;
parameter OP4_MUL_RI = 4'b0011;
parameter OP4_AND_RI = 4'b0101;
parameter OP4_XRA_RI = 4'b0110;
parameter OP4_CMP_RI = 4'b0111;
parameter OP4_BR = 4'b1000;
parameter OP4_MOV_ACC_RI = 4'b1001;
parameter OP4_MOV_RI_ACC = 4'b1010;
parameter OP4_RET = 4'b1011;
parameter ALU_NOP = 4'b0000;
parameter ALU_ADD = 4'b0001;
parameter ALU_SUB = 4'b0010;
parameter ALU_MUL = 4'b0011;
parameter ALU_LSL = 4'b0100;
parameter ALU_LSR = 4'b0101;
parameter ALU_CIR = 4'b0110;
parameter ALU_CIL = 4'b0111;
parameter ALU_ASR = 4'b1000;
parameter ALU_AND = 4'b1001;
parameter ALU_XOR = 4'b1010;
parameter ALU_CMP = 4'b1011;
parameter ALU_INC = 4'b1100;
parameter ALU_DEC = 4'b1101;
parameter ALU_PASS_B = 4'b1110;
wire [3:0] op4 = instr[7:4];
always @(*) begin
rf_we = 1'b0;
alu_op = ALU_NOP;
pc_load = 1'b0;
pc_inc = 1'b0;
acc_we = 1'b0;
ext_we = 1'b0;
cb_we = 1'b0;
halt = 1'b0;
case (instr)
OP_NOP:
pc_inc = 1'b1;
OP_LSL_ACC: begin
alu_op = ALU_LSL;
acc_we = 1'b1;
pc_inc = 1'b1;
end
OP_LSR_ACC: begin
alu_op = ALU_LSR;
acc_we = 1'b1;
pc_inc = 1'b1;
end
OP_CIR_ACC: begin
alu_op = ALU_CIR;
acc_we = 1'b1;
pc_inc = 1'b1;
end
OP_CIL_ACC: begin
alu_op = ALU_CIL;
acc_we = 1'b1;
pc_inc = 1'b1;
end
OP_ASR_ACC: begin
alu_op = ALU_ASR;
acc_we = 1'b1;
pc_inc = 1'b1;
end
OP_INC_ACC: begin
alu_op = ALU_INC;
acc_we = 1'b1;
cb_we = 1'b1;
pc_inc = 1'b1;
end
OP_DEC_ACC: begin
alu_op = ALU_DEC;
acc_we = 1'b1;
cb_we = 1'b1;
pc_inc = 1'b1;
end
OP_HLT: begin
halt = 1'b1;
pc_inc = 1'b0;
end
default: begin
case (op4)
OP4_ADD_RI: begin
alu_op = ALU_ADD;
acc_we = 1'b1;
cb_we = 1'b1;
pc_inc = 1'b1;
end
OP4_SUB_RI: begin
alu_op = ALU_SUB;
acc_we = 1'b1;
cb_we = 1'b1;
pc_inc = 1'b1;
end
OP4_MUL_RI: begin
alu_op = ALU_MUL;
acc_we = 1'b1;
ext_we = 1'b1;
pc_inc = 1'b1;
end
OP4_AND_RI: begin
alu_op = ALU_AND;
acc_we = 1'b1;
  pc_inc = 1'b1;
end
OP4_XRA_RI: begin
alu_op = ALU_XOR;
acc_we = 1'b1;
pc_inc = 1'b1;
end
OP4_CMP_RI: begin
alu_op = ALU_CMP;
cb_we = 1'b1;
pc_inc = 1'b1;
end
OP4_BR: begin
if (cb_in == 1'b1) begin
pc_load = 1'b1;
pc_inc = 1'b0;
end else begin
pc_load = 1'b0;
pc_inc = 1'b1;
end
end
OP4_MOV_ACC_RI: begin
alu_op = ALU_PASS_B;
acc_we = 1'b1;
pc_inc = 1'b1;
end
OP4_MOV_RI_ACC: begin
rf_we = 1'b1;
pc_inc = 1'b1;
end
OP4_RET: begin
pc_load = 1'b1;
pc_inc = 1'b0;
end
default:
pc_inc = 1'b1;
endcase
end
endcase
if (halt)
pc_inc = 1'b0;
end
endmodule
`timescale 1ns / 1ps
module memory (
input [4:0] adr,
output reg [7:0] instr
);
reg [7:0] mem [0:31];
initial begin
mem[0] = 8'b10010011;  
mem[1] = 8'b00010110;  
mem[2] = 8'b00100111;  
mem[3] = 8'b00110010;  
mem[4] = 8'b01111010;  
mem[5] = 8'b10001011;  
mem[6] = 8'b01011111;  
mem[7] = 8'b01101101;  
mem[8] = 8'b01011001;  
mem[9] = 8'b01111111;  
mem[10] = 8'b10001110;  
mem[11] = 8'b00000010;  
mem[12] = 8'b00100001;  
mem[13] = 8'b10110110;  
mem[14] = 8'b00000110;  
mem[15] = 8'b00000001;  
mem[16] = 8'b00000010;  
mem[17] = 8'b00000011;  
mem[18] = 8'b00000100;  
mem[19] = 8'b00000101;  
mem[20] = 8'b00000111;  
mem[21] = 8'b10101111;  
mem[22] = 8'b00000000;  
mem[23] = 8'b10010000;  
mem[24] = 8'b00000000;  
mem[25] = 8'b10010100;  
mem[26] = 8'b00011001;  
mem[27] = 8'b10100000;  
mem[28] = 8'b00110000;  
mem[29] = 8'b10100000;  
mem[30] = 8'b11111111;  
mem[31] = 8'b00000000;  
end
always @(*) begin
instr = mem[adr];
end
endmodule
`timescale 1ns / 1ps
module processor_top (
input clk,
input rst,
output halt_out
);
wire [4:0] pc_adr;
wire [7:0] instr;
wire [3:0] rf_adr;
wire [4:0] br_adr;
wire [7:0] rf_data;
wire [7:0] alu_res;
wire [7:0] alu_ext;
wire [3:0] alu_op_s;
wire alu_cb;
wire rf_we_s;
wire pc_load_s;
wire pc_inc_s;
wire acc_we_s;
wire ext_we_s;
wire cb_we_s;
wire halt_s;
reg [7:0] acc;
reg [7:0] ext;
reg cb;
program_counter pc0 (
.clk(clk),
.rst(rst),
.load(pc_load_s),
.inc(pc_inc_s),
.adr_in(br_adr),
.pc(pc_adr)
);
memory mem0 (
.adr(pc_adr),
.instr(instr)
);
assign rf_adr = instr[3:0];
register_file rf0 (
.clk(clk),
.rst(rst),
.r_adr(rf_adr),
.w_adr(rf_adr),
.w_data(acc),
.we(rf_we_s),
.r_data(rf_data)
);
alu alu0 (
.op_a(acc),
.op_b(rf_data),
.alu_op(alu_op_s),
.res(alu_res),
.ext_res(alu_ext),
.cb_out(alu_cb)
);
assign br_adr = instr[3:0];
control_unit cu0 (
.clk(clk),
.rst(rst),
.instr(instr),
.cb_in(cb),
.rf_we(rf_we_s),
.alu_op(alu_op_s),
.pc_load(pc_load_s),
.pc_inc(pc_inc_s),
.acc_we(acc_we_s),
.ext_we(ext_we_s),
.cb_we(cb_we_s),
.halt(halt_s)
);
always @(posedge clk or posedge rst) begin
if (rst) begin
acc <= 8'b0;
ext <= 8'b0;
cb <= 1'b0;
end else begin
if (acc_we_s)
acc <= alu_res;
if (ext_we_s)
ext <= alu_ext;
if (cb_we_s)
cb <= alu_cb;
end
end
assign halt_out = halt_s;
endmodule
`timescale 1ns / 1ps
module program_counter (
input clk,
input rst,
input load,
input inc,
input [4:0] adr_in,
output reg [4:0] pc
);
always @(posedge clk or posedge rst) begin
if (rst)
pc <= 5'b00000;
else begin
if (load)
pc <= adr_in;
else if (inc)
pc <= pc + 1;
end
end
endmodule
`timescale 1ns / 1ps
module register_file (
input clk,
input rst,
input [3:0] r_adr,
input [3:0] w_adr,
input [7:0] w_data,
input we,
output [7:0] r_data
);
reg [7:0] regs [0:15];
assign r_data = regs[r_adr];
integer i;
always @(posedge clk or posedge rst) begin
if (rst)
for (i = 0; i < 16; i = i + 1)
regs[i] <= i;
else if (we)
regs[w_adr] <= w_data;
end
endmodule
==> ./run.sh <==
#!/bin/bash
# OpenROAD 26Q1-2900-gdf79404cd8, Yosys 0.63+post, stock flow scripts
make -C /OpenROAD-flow-scripts/flow DESIGN_CONFIG=/design/flow/config.mk WORK_HOME=/design/flow/orfs finish
==> ./config.mk <==
export PLATFORM = sky130hd
export DESIGN_NAME = processor_top
export DESIGN_NICKNAME = processor_top
export VERILOG_FILES = /design/flow/design.v
export SDC_FILE = /design/flow/constraint.sdc
export NUM_CORES = 4
export LEC_CHECK = 1
export CORE_UTILIZATION = 50
==> ./constraint.sdc <==
current_design processor_top

set clk_period 12.4
set clk_io_pct 0.2

create_clock -name clk0 -period $clk_period [get_ports {clk}]

set non_clock_inputs [all_inputs -no_clocks]
set_input_delay [expr $clk_period * $clk_io_pct] -clock clk0 $non_clock_inputs
set_output_delay [expr $clk_period * $clk_io_pct] -clock clk0 [all_outputs]
==> GITHUB_STEP_SUMMARY <==
### Flow metrics

| Metric | Value |
|---|---|
| CP arrival | `7.87 ns` |
| Rel. slew slack | `between 40% and 50%` |
| Post-synth EDFFs | `0` |
| Iteration-0 DRC Markers | `713` |
| Fin util | `a little under three fifths` |
| Synth flops | `about 140` |
| CP Class | `flop to flop` |
| Outcome | `completed` |
| Max cap viols | `0` |
| Synthesized area | `just over 0.01 mm2` |
| Min cycle time layout | `7.59 ns` |
| Register pins left without a clock | `1` |
| I/O Buffers | `2` |
| Total power | `roughly 0.97 mW` |
| Final wirelength | `29.6 mm` |
| Worst endpoint required time | `12.68 ns` |
| Max Transition Viols Final | `0` |
| Die Wd | `144 um` |
| Peak VDD IR | `0.0872 mV` |
| Post_cts resized | `0` |
| Via count | `8113` |
| Leading area contributor after synthesis | `dfrtp_1` |
| RePlAce Congestion | `0.913` |
| IO Pins | `3` |
| CP Max Fanout | `19` |
| Number of setup buffers added after CTS | `0` |
| Finished Layout Cells | `1296` |
| Area leader share | `a little over a quarter` |
| Synth Instances | `1023` |
| Num CTS Buffers | `17` |
| Post-synthesis cell count from yosys | `1023` |
| Leakage | `4.78 nW` |
| First-pass GRT wire length | `approximately 47 mm` |
| RSZ-0062 raised after global routing | `no` |
| Fraction of layout cells with a size suffix above 1 | `about 22%` |
| Hold_ws | `0.482 ns` |
| Setup TNS | `0 ns` |
| Max Buffers Root-to-Sink | `2` |
| Total track usage | `31.8%` |
| Clock skew | `0.0104 ns` |
| Tool warnings | `around 46` |
| Crit path capture type | `flop` |
| Total die size | `0.0208 mm2` |
| Clock-pin slew on the worst setup and hold paths | `0.06 ns` |
| Ys async rst share | `~99%` |
| Yosys stat chip area | `0.0101 mm2` |
| DRT Pass-1 Iters | `5` |
| Final setup vio count | `0` |
| Max H-tree Level | `4` |
| Tcrit/Tclk final | `61.2%` |
| CTS tree | `done` |
| Die height | `approximately 140 um` |
| Vias in the first global route | `7883` |
| FMAX | `132 MHz` |
| Pin count of the biggest net entering global routing | `59` |
| Measured slew at the worst slew-check pin | `roughly 0.87 ns` |
| Synth Area per Inst | `9.87 um2` |
| Antenna Cells | `0` |
| Power per cell area | `88.5 mW/mm2` |
| Hold Buf Count CTS | `0` |
| Hold Crit Class | `flop to flop` |
| Clk latency of the worst-skew pair | `0.42 ns` |
| # fillers | `about 1800` |
| Initial antenna violation count | `0` |
| Initial cell density of the core | `between 50% and 60%` |
| Core outline area | `roughly 0.020 mm2` |
| Unique cell types | `91` |
| Syn-to-layout area delta | `8.22%` |
| Synthesis Warnings | `7` |
| WL per Instance | `between 20 and 25 um` |
| Remaining global-route overflow | `0` |
| Cells after DPL | `1264` |
| Hold Path Stages | `2` |
| R2R depth | `26` |
| Post-DP HPWL | `slightly above 20 mm` |
| Root Buffer | `clkbuf_16` |
| Row cnt | `51` |
| Endpoints left unconstrained | `1` |
| Top cells, area | `dfrtp_1, mux2_2, dfstp_2` |
| Via density | `6.26` |
| Worst setup SP type | `flop` |
| Final hold violation count | `0` |
| DRC viols | `0` |
| Number of routed nets with antenna violations | `0` |
| Top FF cell, synth | `dfrtp_1` |
-- worst max-delay path, cell delays in order (launching register included) --
cell,delay (ns)
dfrtp_1,0.50
inv_1,0.19
ha_1,0.34
mux2i_1,0.17
a21oi_1,0.32
a21o_1,0.64
nand2_1,0.58
o31ai_1,0.41
a21oi_1,0.09
a31oi_1,0.44
ha_1,0.28
inv_1,0.07
fa_1,0.47
inv_1,0.05
ha_1,0.29
fa_1,0.54
inv_1,0.05
fa_1,0.52
inv_1,0.04
ha_1,0.31
a21oi_1,0.17
xnor2_1,0.16
xnor2_1,0.15
xnor2_1,0.16
xnor3_1,0.33
nand2_1,0.08
a31oi_1,0.08
-- synthesized netlist by cell type, drive strengths merged, types with 14 or more instances --
library cell	number
mux2i	17
o21ai	58
nand3	24
buf	30
a21oi	50
and2	17
dfrtp	110
inv	50
mux2	102
xnor2	31
nor2	66
ha	54
nand2	127
a31oi	18
a22oi	14
dfstp	32
fa	15
clkbuf	26
-- worst paths after layout --
check	endpoint	slack, ns	startpoint
worst min-delay path	rf0.regs[14][1]	0.48	rf0.regs[14][1]
min in group asynchronous	rf0.regs[2][6]	2.44	rst
max in group asynchronous	rf0.regs[5][2]	8.25	rst
worst max register to register	acc[7]	4.81	pc0.pc[0]
worst max-delay path	acc[7]	4.81	pc0.pc[0]
worst min register to register	rf0.regs[14][1]	0.48	rf0.regs[14][1]
-- layer usage --
metal / wire (um) / vias to the layer above / track usage (%)
met2: 13600 / 386 / 48.4
met1: 12900 / 3986 / 49.2
met3: 2400 / 41 / 6.51
met4: 691 / 0 / 6.44
li1: - / 3700 / -
met5: 0 / - / 0
-- final cells by class --
class                           instances  area, um2  share of cell area (%)
Multi-Input combinational cell        774       5980                    54.7
Sequential cell                       143       3610                    33.0
Clock buffer                           19        453                    4.15
Tap cell                              265        332                    3.04
Timing Repair Buffer                   32        245                    2.25
Inverter                               50        193                    1.76
Clock inverter                         13        115                    1.05
-- power breakdown --
group | switching [mW] | internal [mW]
clock | 0.218 | 0.274
sequential | 0 | 0.464
combinational | 0.00946 | 0.000776
total | 0.227 | 0.739
-- cells by family (layout without fill, tap and decap cells) --
kind of cell | count (synthesis) | in the layout | share of synthesized area (%)
fa+ha+maj | 69 | 69 | 9.67
flops | 142 | 142 | 35.6
latches | 1 | 1 | 0.149
simple gates | 279 | 279 | 12.8
mux | 120 | 120 | 13.5
buf+inv | 106 | 114 | 5.03
xor+xnor | 39 | 39 | 3.66
compound gates | 267 | 267 | 19.7
-- cell usage in the layout, fill, tap and decap left out, drive strengths merged, types with 4 or more instances in the layout --
| cell type | Yosys | layout |
|---|---|---|
| a31oi | 18 | 18 |
| a211oi | 10 | 10 |
| ha | 54 | 54 |
| a21oi | 50 | 50 |
| nor2b | 6 | 6 |
| and2 | 17 | 17 |
| a221oi | 12 | 12 |
| a32oi | 10 | 10 |
| a221o | 6 | 6 |
| xor2 | 6 | 6 |
| o22ai | 13 | 13 |
| nand2b | 4 | 4 |
| o31a | 4 | 4 |
| mux2 | 102 | 102 |
| o21bai | 9 | 9 |
| mux2i | 17 | 17 |
| nand4 | 5 | 5 |
| fa | 15 | 15 |
| dfrtp | 110 | 110 |
| o21ai | 58 | 58 |
| a21o | 8 | 8 |
| xnor2 | 31 | 31 |
| dfstp | 32 | 32 |
| o221ai | 8 | 8 |
| nor4 | 7 | 7 |
| a211o | 4 | 4 |
| nand3 | 24 | 24 |
| nor3 | 11 | 11 |
| nand2 | 127 | 127 |
| o31ai | 4 | 4 |
| nor2 | 66 | 66 |
| inv | 50 | 59 |
| a22o | 7 | 7 |
| a22oi | 14 | 14 |
| buf | 30 | 30 |
| clkbuf | 26 | 19 |
-- per-stage QoR --
stage	setup slack [ns]	area (um2)
6_report	4.81	10900
5_1_grt	4.42	10900
4_1_cts	4.91	10900
3_5_place_dp	4.96	10400
3_3_place_gp	5.01	10400
2_1_floorplan	5.92	10100
-- flip-flops by register name, summed over array words and instances, names as in the netlist --
| register | cells |
|---|---|
| pc0.pc | 5 |
| alu0.cb_out | 1 |
| acc | 8 |
| cb | 1 |
| rf0.regs | 128 |
Power is estimated from default activity; no workload was simulated.
